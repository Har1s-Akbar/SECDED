--- ./run.sh ---
#!/bin/bash
# OpenROAD 26Q1-2900-gdf79404cd8, Yosys 0.63+post, stock flow scripts
make -C /OpenROAD-flow-scripts/flow DESIGN_CONFIG=/design/flow/config.mk WORK_HOME=/design/flow/orfs finish
--- ./config.mk ---
export PLATFORM = sky130hd
export DESIGN_NAME = secded
export DESIGN_NICKNAME = secded
export VERILOG_FILES = /design/flow/design.v
export SDC_FILE = /design/flow/constraint.sdc
export NUM_CORES = 4
export LEC_CHECK = 1
export CORE_UTILIZATION = 40
--- ./constraint.sdc ---
current_design secded

set clk_period 17.4
set clk_io_pct 0.2

create_clock -name clk0 -period $clk_period [get_ports {clk}]

set non_clock_inputs [all_inputs -no_clocks]
set_input_delay [expr $clk_period * $clk_io_pct] -clock clk0 $non_clock_inputs
set_output_delay [expr $clk_period * $clk_io_pct] -clock clk0 [all_outputs]
--- ./design.v ---
module secded(
input clk,
input writeSignal,
input readSignal,
input singleInject,
input doubleInject,
input [3:0] injectIndex1,
input [3:0] injectIndex2, 
input [7:0] inputData,
output reg noError,
output reg oneBitError,
output reg parityError,
output reg twoBitError,
output reg [12:0] outputCodeWord,
output reg [7:0] outputCorrectData,
output reg [7:0] outputCorruptedData,
output reg [3:0] outputSyndrome,
output reg outputOverallParity
);
reg [3:0] parityBits;
reg [12:0] codeWord;
reg overallParity;
reg [12:0] readCodeWord;
reg[3:0] recomputeParity;
reg [3:0] syndrome;
reg recallParity;
integer i;
integer j;
integer weight;
always @(*) begin
	codeWord = 13'b0;
	parityBits = 4'b0;
	overallParity = 1'b0;
	i = 0;
	j = 0;
	for(i=0;i<13;i=i+1)begin
		if(!(i==0 || i==1 || i==3 || i==7 || i==12)) begin
			codeWord[i] = inputData[j];
			j = j+1;
		end
	end
	for(i=0 ; i<4;i=i+1)begin
		parityBits[i] = 1'b0;
		for(j=0; j<12 ; j= j+1)begin
			if(((j+1) & (1<<i)) && j!=((1<<i)-1))begin
				parityBits[i] = parityBits[i] ^ codeWord[j];
			end
		end
		codeWord[(1<<i)-1] = parityBits[i];
	end
	for(i=0; i<13; i=i+1)begin
		if(!(i==12))begin
			overallParity = overallParity^codeWord[i];
		end
	end
	codeWord[12] = overallParity;
end
always @(posedge clk) begin
	if(writeSignal)begin
		outputCodeWord[12:0] <= codeWord[12:0];
	end
end
always @(*) begin
	i = 0;
	j = 0;
	readCodeWord = 13'b0;
	recallParity = 1'b0;
	noError = 1'b0;
	oneBitError = 1'b0;
	parityError=1'b0;
	twoBitError = 1'b0;
	outputSyndrome = 4'b0;
	outputOverallParity = 1'b0;
	readCodeWord[12:0] = outputCodeWord[12:0];
	outputCorrectData   = 8'b0;
	outputCorruptedData = 8'b0;
	if(readSignal)begin
		if(singleInject) begin
			readCodeWord[injectIndex1] = ~ readCodeWord[injectIndex1];
		end
		else if(doubleInject)begin
			readCodeWord[injectIndex1] = ~ readCodeWord[injectIndex1];
			readCodeWord[injectIndex2] = ~ readCodeWord[injectIndex2];
		end
		for(i=0; i<4 ; i = i+1)begin
			recomputeParity[i] = 1'b0;
			for(j=0;j<12;j=j+1)begin
				if(((j+1)& (1<<i))&& j!=((1<<i)-1)) begin
					recomputeParity[i] = recomputeParity[i]^ readCodeWord[j];
				end
			end
			syndrome[i] = recomputeParity[i] ^ readCodeWord[((1<<i)-1)];
		end
		recallParity = 1'b0;
		for(i=0;i<13;i=i+1)begin
			recallParity = recallParity ^ readCodeWord[i];
		end
		if(syndrome != 4'b0) begin
			weight = 0;
			for(i=0;i<4;i=i+1)begin
				if(syndrome[i]) begin
					weight = weight + (1<<i);
				end
			end
		end
		if( syndrome== 4'b0 && recallParity == 1'b0 )begin
			noError = 1'b1;
			oneBitError = 1'b0;
			parityError=1'b0;
			twoBitError = 1'b0;
			i = 0;
			j =0;
			outputOverallParity = recallParity;
			outputSyndrome = syndrome;
			for(i=0;i<13;i=i+1)begin
				if(!(i==0 || i==1 || i==3 || i==7 || i==12)) begin
				outputCorrectData[j] = readCodeWord[i];
				j=j+1;
				end
			end
		end
		else if ( syndrome != 4'b0 && recallParity) begin
			noError = 1'b0;
			oneBitError = 1'b1;
			parityError=1'b0;
			twoBitError = 1'b0;
			outputOverallParity = recallParity;
			outputSyndrome = syndrome;
			readCodeWord[weight -1] = ~readCodeWord[weight-1];
			i = 0;
			j =0;
			for(i=0;i<13;i=i+1)begin
				if(!(i==0 || i==1 || i==3 || i==7 || i==12)) begin
				outputCorrectData[j] = readCodeWord[i];
				j=j+1;
				end
			end
		end
		else if(syndrome == 4'b0 && recallParity)begin
			noError = 1'b0;
			oneBitError = 1'b0;
			parityError=1'b1;
			twoBitError = 1'b0;
			readCodeWord[12] = ~readCodeWord[12];
			outputOverallParity = recallParity;
			outputSyndrome = syndrome;
			i = 0;
			j =0;
			for(i=0;i<13;i=i+1)begin
				if(!(i==0 || i==1 || i==3 || i==7 || i==12)) begin
				outputCorrectData[j] = readCodeWord[i];
				j=j+1;
				end
			end
		end
		else if(syndrome !=4'b0 && recallParity == 1'b0) begin
			noError = 1'b0;
			oneBitError = 1'b0;
			parityError=1'b0;
			twoBitError = 1'b1;
			outputOverallParity = recallParity;
			outputSyndrome = syndrome;
			i = 0;
			j =0;
			for(i=0;i<13;i=i+1)begin
				if(!(i==0 || i==1 || i==3 || i==7 || i==12)) begin
				outputCorruptedData[j] = readCodeWord[i];
				j=j+1;
				end
			end
		end
	end
end
endmodule
==> results.yml <==
# implementation run metrics
final_layout:
  final_core_util_pct: 47.12
  fillers: 1361
  layout_top_cell: "nor2_1"
  area_delta_synth_final_pct: 13.15
  layout-drive-gt1-share_pct: 7.311
  most_frequent_cells_in_the_layout: "91 x nor2_1, 84 x nand2_1, 58 x clkdlybuf4s50_1"
place:
  place.port_buffers: 58
  place_congestion: 1.010
  post-dp-hpwl_mm: 14.82
floorplan:
  placement_rows: 43
  floorplan.die.width_microns: 123.1
  fp-utilization_pct: 41.65
  die_height_microns: 123.1
  core_area_sq_um: 14100
  chipArea_sq_um: 15160
  num_io_pins: 59
global_route:
  grt_overflow_total: 0
  antenna_found_initial: 0
  grt_pass1_vias: 5631
  global_route_wire_length_before_repair_mm: 30.10
  grt_util_all_layers_pct: 25.73
  grt_start_max_net_pins: 33
power:
  cellLeakagePower_nw: 2.524
  ir_drop_mv: 0.09864
  power.density_cell_area_nw_per_um2: 134.2
clock_tree:
  tritoncts_clock_tree: "yes"
  cts.clk_slew.worst_paths_ns: 0.04
  clock_tree.root_cell: "clkbuf_16"
  cts.repair.resized: 0
  post_cts.repair.setup_buffers: 0
  cts_inserted_buffers: 3
  cts_hold_repair.buffers: 0
  cts_htree_levels: 1
  cts_max_path_buffers: 2
synth:
  synth-edff-count: 13
  yosys_stat_area_sq_um: 5871
  avgSynthCellArea_sq_um: 7.186
  yosysUniqueCellTypes: 104
  ys_async_sr_fraction_pct: 0
  synth_top_cell_by_area: "dlxtn_1"
  yosys-stat-cells: 817
  synth_warnings: 33
  netlist_top_cells_area: "dlxtn_1 8.2%, edfxtp_1 6.6%, nor2_1 5.8%, xnor2_1 5.7%, nand2_1 5.4%"
  yosysTopAreaCellShare_pct: 8.184
  synthesized_area_sq_um: 5871
  postSynthRegisterBits: 45
  synthFlopType: "dlxtn_1"
  syn-instance-count: 817
sta:
  rsz0062_at_grt: "no"
  timing.final.crit_share_pct: 96.51
  unclocked_pins: 32
  timing.slew.headroom_pct: 39.41
  period_needed_ns: 16.79
  maxSlewViolCount: 0
  hold_viol: 0
  setup_tns_ns: 0
  achievable-frequency_mhz: 59.55
  final-setup-viol-count: 0
  worst_slew_pin_slew_ns: 0.9056
  unconstrained_endpoints: 32
setup_path:
  cp.buffers_inverters: 5
  critical_path_at_ns: 13.31
  timing.critical_path.to_type: "primary output"
  critical_path.top_delay_family: "AND-OR/OR-AND gates"
  timing.critical_path.from_type: "primary input"
  worstPathRequired_ns: 13.92
  crit_path_max_incr_delay_ns: 0.86
  critical_path.startpoint: "injectIndex1[0]"
  crit_fanout: 16
  worst-setup-path-type: "primary input to primary output"
  slowest_stage: "clkdlybuf4s50_1"
drt:
  route.detailed.drc: 0
  ant_nets: 0
  vias: 6387
  detail_route.wl_per_cell_microns: 18.40
  route.antenna.diode_count: 0
  drt_pre_antenna_iters: 5
  wl_mm: 18.92
  count_of_routing_violations_after_the_opening_detailed_route_iteration: 456
  detail_route.vias_per_cell: 6.213
job:
  count_of_maximum_capacitance_violations: 0
  warning_count: 32
min_path:
  worstHoldPathType: "primary input to register"
  hp-start: "inputData[5]"
status:
  outcome: "finished, final reports clean"
-- final timing paths --
kind	end	slack [ns]	depth (start not counted)
hold / removal	outputCodeWord[9]	3.86	1
setup / recovery	outputCorrectData[2]	0.61	31
-- final cells by class --
class	instances	area, sq um	share of cell area [%]
inverter	30	112.6	1.695
multi-input combinational	700	4692	70.63
sequential	45	870.8	13.11
clock buffer	4	78.83	1.187
tap	180	225.2	3.390
timing repair buffer	69	663.1	9.983
-- logic make-up (layout without fill, tap and decap cells) --
logic type / Yosys count / after routing / synth area share (%)
DFF: 13 / 13 / 6.650
latches: 32 / 32 / 8.184
AOI/OAI and AO/OA: 229 / 229 / 30.20
xor gates and xnor gates: 62 / 62 / 10.10
muxes: 12 / 12 / 2.408
buffers and inverters: 72 / 103 / 5.243
and+or+nand+nor: 387 / 387 / 35.08
adders and majority gates: 10 / 10 / 2.131
-- synth_stat cells, drive strengths merged, types with 8 or more instances --
cell,instances
clkbuf,28
or2,10
nor3,35
a211oi,13
edfxtp,13
inv,30
nor2,91
nand2,86
dlxtn,32
nand4,17
buf,14
ha,10
xor2,22
nand3,20
and3,41
a31oi,15
nor4,12
or3,12
o21ai,38
o31ai,11
xnor2,38
a211o,8
a21oi,35
o211ai,17
and2,15
nand2b,9
-- through the flow --
stage / instance area [sq um] / total power (W) / setup WS [ns] / hold WS, ns / instances
after global routing: 6643 / 0.0009646 / 0.006337 / 3.878 / 1028
after CTS: 6643 / 0.0008834 / 0.7588 / 3.866 / 1028
after detailed placement: 6564 / 0.0008371 / 0.8568 / 4.109 / 1024
after floorplan: 5871 / 0.0006169 / 3.502 / 3.579 / 817
final: 6643 / 0.0008911 / 0.6077 / 3.863 / 1028
after global placement: 6564 / 0.0008362 / 0.8649 / 4.093 / 1024
-- flip-flops by register name (all words and copies together) (netlist names) --
signal          count
outputCodeWord     13
weight             32
-- power by group --
part / leakage [nW] / switching [W] / internal [W]
Combinational: 2.11 / 0.000468 / 0.000314
Clock: 0.0382 / 0.0000110 / 0.0000307
Sequential: 0.372 / 0.0000123 / 0.0000560
Total: 2.52 / 0.000491 / 0.000400
-- routing by layer --
layer | up-vias | routed length (microns) | track usage (%)
met4 | 0 | 437 | 5.422
li1 | 3153 | - | -
met5 | - | 0 | 0
met2 | 266 | 8250 | 38.55
met1 | 2940 | 8859 | 40.00
met3 | 28 | 1368 | 3.060
Power is estimated from default activity; no workload was simulated.
